===== ./design.v =====
`timescale 1ns / 1ps
module pixel_gen(
input wire clk, video_on,
input wire [9:0] pixel_x, pixel_y,
input wire [11:0] pixel_data_in,
output reg [11:0] rgb);
always @(*)
    rgb = (~video_on) ? 12'b0000_0000_0000 : pixel_data_in;
endmodule
`timescale 1ns / 1ps
module vga_controller(
input clock_100mhz, reset,
input pixel_data,
output hsync_out, vsync_out, rgb_out);
wire [11:0] pixel_data;
wire clock_25Mhz;
wire hysnc, vsync;
wire video_on_out;
wire [9:0] pixel_x_out, pixel_y_out;
wire [11:0] rgb_out;
vga_sync VGASYNC0  (clock_100mhz, reset, hsync_out, vsync_out, video_on_out,
                    clock_25Mhz, pixel_x_out, pixel_y_out);
pixel_gen PIXELGEN0 (clock_25Mhz, video_on_out, pixel_x_out, pixel_y_out,
                     pixel_data, rgb_out);
endmodule
`timescale 1ns / 1ps
module vga_sync(
input wire clk, reset,
output wire hsync, vsync, video_on, cnt3,
output wire [9:0] pixel_x, pixel_y
);
parameter HD = 640,  
          HF = 16,   
          HB = 48,  
          HR = 96,  
          VD = 480,  
          VF = 10,  
          VB = 33,  
          VR = 2;  
reg [1:0] ccount;
assign cnt3 = ccount == 2'b11;
always @ (posedge clk, posedge reset)
    if (reset) ccount <= 2'b0; else
        if (cnt3) ccount <= 2'b0; else
        ccount <= ccount + 2'b1;
reg [9:0] h_count_reg, h_count_next;
reg [9:0] v_count_reg, v_count_next;
reg v_sync_reg, h_sync_reg;
wire v_sync_next, h_sync_next;
wire h_end, v_end;
always @ (posedge clk, posedge reset)
    if (reset)
        begin
            v_count_reg <= 10'b0;
            h_count_reg <= 10'b0;
            v_sync_reg <= 1'b0;
            h_sync_reg <= 1'b0;
        end
    else
    begin
        v_count_reg <= v_count_next;
        h_count_reg <= h_count_next;
        v_sync_reg <= ~v_sync_next;
        h_sync_reg <= ~h_sync_next;
    end
assign h_end = (h_count_reg == (HD+HF+HB+HR-1));
assign v_end = (v_count_reg == (VD+VF+VB+VR-1));
always @(*)
    if (cnt3)
        if (h_end)
            h_count_next = 0;
        else
            h_count_next = h_count_reg + 10'b1;
    else
        h_count_next = h_count_reg;
always @(*)
    if (cnt3)
        if (h_end)
            if (v_end)
                v_count_next = 10'b0;
            else
                v_count_next = v_count_reg + 10'b1;
         else
              v_count_next = v_count_reg;
    else
        v_count_next = v_count_reg;
assign h_sync_next = (h_count_reg >= (HD+HF) &&
h_count_reg <= (HD+HF+HR-1));
assign v_sync_next = (v_count_reg >= (VD+VF) &&
v_count_reg <= (VD+VF+VR-1));
assign video_on = (h_count_reg < HD) && (v_count_reg < VD);
assign hsync = h_sync_reg;
assign vsync = v_sync_reg;
assign pixel_x = h_count_reg;
assign pixel_y = v_count_reg;
endmodule

===== ./run.sh =====
#!/bin/bash
# OpenROAD 26Q1-2900-gdf79404cd8, Yosys 0.63+post, stock flow scripts
make -C /OpenROAD-flow-scripts/flow DESIGN_CONFIG=/design/flow/config.mk WORK_HOME=/design/flow/orfs finish

===== ./config.mk =====
export PLATFORM = sky130hd
export DESIGN_NAME = vga_controller
export DESIGN_NICKNAME = vga_controller
export VERILOG_FILES = /design/flow/design.v
export SDC_FILE = /design/flow/constraint.sdc
export NUM_CORES = 4
export LEC_CHECK = 1
export CORE_AREA = 10 10 94 94
export DIE_AREA = 0 0 104 104
export SYNTH_HDL_FRONTEND = slang

===== ./constraint.sdc =====
current_design vga_controller

set clk_period 2.9
set clk_io_pct 0.2

create_clock -name clk0 -period $clk_period [get_ports {clock_100mhz}]

set non_clock_inputs [all_inputs -no_clocks]
set_input_delay [expr $clk_period * $clk_io_pct] -clock clk0 $non_clock_inputs
set_output_delay [expr $clk_period * $clk_io_pct] -clock clk0 [all_outputs]

==> results.cfg <==
; flow metrics
[layout]
layout.cells.non_filler = 256
fin_area_mm2 = 0.00173
syn_to_final_growth_pct = 33.7
layout-drive-gt1-share_pct = 7.50

[power_and_ir_drop]
seqPwrFrac_pct = 55.6
clockPowerShare_pct = 37.0
power.switching_fraction_pct = 18.8
p_switching_mw = 0.113
intPower_mw = 0.489
p_leak_nw = 0.703
pwr-share-comb_pct = 7.4
power_mw = 0.602
ir_worst_vdd_mv = 0.154
powerDensity_mw_per_mm2 = 348

[synth]
netlist_area_mm2 = 0.00129
edf_count = 0
syn_avg_cell_area_um2 = 9.88
ys_sh_adder_pct = 4.84
top_area_share_pct = 46.4
ys_warn_count = 0
netlist_logic_family_top = simple AND/OR/NAND/NOR gates
ys_area_mm2 = 0.00129
synth.distinct_cells = 37
yosys.area_share.simple_pct = 28.0
ys_sh_mux_pct = 2.51
netlist_instances = 131
ff_type = dfrtp_1
ys_cells = 131
topCellsByArea = dfrtp_1, and2_1, ha_1
seq_area_frac_synth_pct = 46.4
synth-xor-area-share_pct = 6.77
ys_async_sr_fraction_pct = 100
ys.flops = 24
ys_sh_aoi_pct = 7.16
yosysTopAreaCell = dfrtp_1

[timing]
timing.slew.headroom_pct = 43.1
slew_viol_final = 0
finalClockPeriodUsage_pct = 88.0
rsz0062_at_grt = no
finClkSkew_ns = 0.00175
fmax_mhz = 392
period_needed_ns = 2.55
setup-violations-final = 0
fin_ws_ns = 0.348
worstMarginPinSlew_ns = 0.842
finalHoldViolations = 0
tns_ns = 0

[run]
warning_count = 28
drv_cap = 0

[floorplanning]
die_h_um = 104
die_w_um = 104
dieArea_mm2 = 0.0108
coreArea_mm2 = 0.00683
pin_count = 28
initCoreUtil_pct = 18.9
rows = 30

[place]
gp_congestion = 0.812
port-buffer-count = 27
dpl.cell_count = 252
place_area_mm2 = 0.00167
pre_cts_ws_ns = 0.629
dp_hpwl_um = 2050

[routing]
drt_iter0_drc = 29
drc_errors = 0
vias = 1023
antenna_left = 0
wirelength_um = 2640
routed_via_density = 4.00
routedWlPerCell_um = 10.3
dr.pass1.iters = 4
num_antenna_cells = 0

[critical_path]
cp.arrival_ns = 1.97
critPathLaunch = VGASYNC0.pixel_y[5]
critical_path.cell_chain = and3_1, nand2_1, and3b_1, and2_1, clkdlybuf4s50_1
worstPathRequired_ns = 2.32
critPathLaunchType = flop
crit_fanout = 12
slowest_stage = clkdlybuf4s50_1
r2r_start = VGASYNC0.ccount[0]
critPathKind = reg2out
max_stage_delay_ns = 0.46
crit_family = simple AND/OR/NAND/NOR gates
cp.buffers_inverters = 1
end_kind = output port

[global_route]
gr-usage-all-layers_pct = 4.87
grt-ovfl-total = 0
grt_max_degree = 25
grt_pass1_vias = 951
antenna_found_initial = 0
grt_pass1_wl_um = 4590

[cts]
clk_path_buf_depth = 2
cts_tree = built
cts_sinks = 24
cts_setup_buffers = 0
cts-resized-gates = 0
insertion_delay_ns = 0.26
cts_root_buffer = clkbuf_8
h-tree-depth = 1
numCtsBuffers = 3
ctsHoldBuffers = 0
cts.clk_slew.worst_paths_ns = 0.08

[hold_path]
hp-start = VGASYNC0.ccount[0]
hp-class = reg2reg

[status]
status = completed
## power by group through the flow
stage         registers [mW]  clock network, mW  logic [mW]
CTS                    0.334              0.231      0.0461
global route           0.334              0.253      0.0498
finish                 0.334              0.223      0.0446
## sequential cells by signal, indices dropped and copies added, names as in the netlist
signal	flops
VGASYNC0.vsync	1
VGASYNC0.pixel_x	10
VGASYNC0.ccount	2
VGASYNC0.hsync	1
VGASYNC0.pixel_y	10
## final timing paths
check	depth (start not counted)	to	slack [ns]
min reg2reg	1	VGASYNC0.ccount[0]	0.43
max reg2reg	5	VGASYNC0.pixel_y[4]	0.67
max in group asynchronous	3	VGASYNC0.pixel_x[5]	2.00
min	1	VGASYNC0.ccount[0]	0.43
min in group asynchronous	3	VGASYNC0.pixel_y[0]	0.66
max	5	rgb_out[7]	0.35
## layout make-up
class	count	area (um^2)
clock buffer	4	55.1
fill	740	5100
inverter	8	30.0
multi-input combinational	95	638
sequential	24	601
tap	96	120
timing repair buffer	29	285
## cells in the final DEF (no fill, tap or decap)
master            n
dfrtp_1          24
or4_1             1
nand4b_1          2
nor3_1            8
and3_1            2
nand3_1           7
nand4_1           3
or2_1             1
nand4_2           1
nor2_1            7
o22ai_1           1
ha_1              5
a22oi_1           1
or3_1             1
mux2i_1           1
clkbuf_8          4
or4_4             1
xnor2_1           6
or3b_2            1
o31ai_1           1
and2_1           13
or3_2             1
a21o_1            1
buf_4             2
nand2_1           9
nor4bb_1          1
o21a_1            1
o21ai_0           6
nor2b_1           1
clkdlybuf4s50_1  27
xor2_1            4
and3b_1           1
inv_1             8
mux2_2            2
a22o_1            3
nor4_1            2
## worst register-to-register path: stages (launching register included)
cell,delay [ns]
dfrtp_1,0.36
ha_1,0.32
nand4_2,0.24
nor4_1,0.68
or3b_2,0.49
o21ai_0,0.08
## per-layer routing
layer	up-vias	part of all wire, %	global-route usage, %
met1	474	56	7.16
li1	512	-	-
met5	-	0	0
met3	0	8.1	2.07
met4	0	0	0.298
met2	37	36	6.76
## through the flow
| step | hold WS (ns) | utilization [%] |
|---|---|---|
| after floorplan | 0.403 | - |
| after global placement | 0.416 | 24.5 |
| after detailed placement | 0.423 | 24.5 |
| after CTS | 0.437 | 25.3 |
| after global routing | 0.461 | 25.3 |
| final | 0.433 | 25.3 |
## cell usage after synthesis, types with 3 or more instances
master,n
inv_1,8
nor2_1,7
nand2_1,9
nand4_1,3
xnor2_1,6
ha_1,5
nor3_1,8
xor2_1,4
nand3_1,7
and2_1,13
o21ai_0,6
a22o_1,3
dfrtp_1,24
## cells by family after synthesis
kind of cell / Yosys count
compound gates: 14
xor+xnor: 10
fa+ha+maj: 5
buf+inv: 12
flops: 24
mux: 3
simple gates: 63
Power is estimated from default activity; no workload was simulated.
